==> ./design.v <==
 module tcp_client (
                    input clk,
                    input rst,
                    input[223:0] packet_in,
                    input go,
                    input fin,
                    output reg[223:0] packet_out);
    localparam
        START         = 4'b0000,
        ACK_RCVD      = 4'b0001,
        ESTABLISHED   = 4'b0010,
        FIN_ACK_SEND  = 4'b0011,
        FIN_SEND      = 4'b0100,
        FIN_ACK_LISTEN= 4'b0101,
        STATE_06      = 4'b0110,
        STATE_07      = 4'b0111,
        STATE_08      = 4'b1000,
        STATE_09      = 4'b1001,
        STATE_10      = 4'b1010,
        STATE_11      = 4'b1011,
        STATE_12      = 4'b1100,
        STATE_13      = 4'b1101,
        STATE_14      = 4'b1110,
        STATE_15      = 4'b1111;
    reg[3:0] state;
    localparam
        TCP_DEST_PORT_ADDR  = 15,   
        TCP_SRC_PORT_ADDR   = 31,   
        TCP_SEQ_NUM         = 63,   
        TCP_ACK_NUM         = 95,   
        TCP_WINDOW_SIZE     = 111,  
        TCP_FIN             = 112,  
        TCP_SYN             = 113,  
        TCP_RST             = 114,  
        TCP_PSH             = 115,  
        TCP_ACK             = 116,  
        TCP_URG             = 117,  
        TCP_RESERVED_BITS   = 123,  
        TCP_HEADER_LEN      = 127,  
        TCP_URGENT_POINTER  = 143,  
        TCP_CHECKSUM        = 159,  
        TCP_OPTIONS         = 191,  
        TCP_DATA            = 223;  
    reg[15:0] in_dest_port;
    reg[15:0] in_src_port;
    reg[31:0] in_seq_num;
    reg[31:0] in_ack_num;
    reg[15:0] in_window_size;
    reg in_fin;
    reg in_syn;
    reg in_rst;
    reg in_psh;
    reg in_ack;
    reg in_urg;
    reg[5:0] in_reserved_bits;
    reg[3:0] in_header_len;
    reg[15:0] in_urgent_pointer;
    reg[15:0] in_checksum;
    reg[31:0] in_options;
    reg[31:0] in_data;
    reg[15:0] out_dest_port;
    reg[15:0] out_src_port;
    reg[31:0] out_seq_num;
    reg[31:0] out_ack_num;
    reg[15:0] out_window_size;
    reg out_fin;
    reg out_syn;
    reg out_rst;
    reg out_psh;
    reg out_ack;
    reg out_urg;
    reg[5:0] out_reserved_bits;
    reg[3:0] out_header_len;
    reg[15:0] out_urgent_pointer;
    reg[15:0] out_checksum;
    reg[31:0] out_options;
    reg[31:0] out_data;
    always @ (posedge clk) 
    begin
    in_dest_port        = packet_in[TCP_DEST_PORT_ADDR:0];
    in_src_port         = packet_in[TCP_SRC_PORT_ADDR:TCP_DEST_PORT_ADDR+1];
    in_seq_num          = packet_in[TCP_SEQ_NUM:TCP_SRC_PORT_ADDR+1];
    in_ack_num          = packet_in[TCP_ACK_NUM:TCP_SEQ_NUM+1];
    in_window_size      = packet_in[TCP_WINDOW_SIZE:TCP_ACK_NUM+1];
    in_fin              = packet_in[TCP_FIN];
    in_syn              = packet_in[TCP_SYN];
    in_rst              = packet_in[TCP_RST];
    in_psh              = packet_in[TCP_PSH];
    in_ack              = packet_in[TCP_ACK];
    in_urg              = packet_in[TCP_URG];
    in_reserved_bits    = packet_in[TCP_RESERVED_BITS:TCP_URG+1];
    in_header_len       = packet_in[TCP_HEADER_LEN:TCP_RESERVED_BITS+1];
    in_urgent_pointer   = packet_in[TCP_URGENT_POINTER:TCP_HEADER_LEN+1];
    in_checksum         = packet_in[TCP_CHECKSUM:TCP_URGENT_POINTER+1];
    in_options          = packet_in[TCP_OPTIONS:TCP_CHECKSUM+1];
    in_data             = packet_in[TCP_DATA:TCP_OPTIONS+1]; 
    if (rst)    
      begin
      state <= START;
            out_dest_port      = {16{1'b0}};
            out_src_port       = {16{1'b0}};
            out_seq_num        = {32{1'b0}};
            out_ack_num        = {32{1'b0}};
            out_window_size    = {16{1'b0}};
            out_fin            = 1'b0;
            out_syn            = 1'b0;
            out_rst            = 1'b0;
            out_psh            = 1'b0;
            out_ack            = 1'b0;
            out_urg            = 1'b0;
            out_reserved_bits  = {6{1'b0}};
            out_header_len     = {4{1'b0}};
            out_urgent_pointer = {16{1'b0}};
            out_checksum       = {16{1'b0}};
            out_options        = {32{1'b0}};
            out_data           = {32{1'b0}};
      end
    else
      begin
      case(state)
        START : 
            begin
            out_dest_port      = {16{1'b0}};
            out_src_port       = {16{1'b0}};
            out_seq_num        = {32{1'b0}};
            out_ack_num        = {32{1'b0}};
            out_window_size    = {16{1'b0}};
            out_fin            = 1'b0;
            out_syn            = 1'b0;
            out_rst            = 1'b0;
            out_psh            = 1'b0;
            out_ack            = 1'b0;
            out_urg            = 1'b0;
            out_reserved_bits  = {6{1'b0}};
            out_header_len     = {4{1'b0}};
            out_urgent_pointer = {16{1'b0}};
            out_checksum       = {16{1'b0}};
            out_options        = {32{1'b0}};
            out_data           = {32{1'b0}};
            if (go)
                begin
                out_syn = 1'b1;  
                state = ACK_RCVD;  
                end
            else
                state = START;  
            end
        ACK_RCVD : 
            begin
            if (in_ack)
                begin
                state = ESTABLISHED;  
                out_ack = 1;
                end
            else
                state = ACK_RCVD;  
            end
        ESTABLISHED : 
            begin
            out_ack = 0;
            if  (packet_in[TCP_ACK]== 1)
            out_seq_num = packet_in[TCP_ACK_NUM:TCP_SEQ_NUM+1];            
             if (packet_in[TCP_RST]) 
            state = START;             
            else if(in_fin)
            state = FIN_ACK_SEND;    
            else if(fin)
            begin
            state = FIN_SEND;
            end
            end
        FIN_ACK_SEND:
            begin
            out_fin = 1;     
            out_ack = 1;     
            state = START;  
            end
        FIN_SEND :
            begin
            out_fin = 1;
            state = FIN_ACK_LISTEN;
            end
        FIN_ACK_LISTEN:
            begin
            if(in_fin && in_ack)
            state = START;
            end
      endcase
      end
    packet_out[TCP_DEST_PORT_ADDR:0]                    = out_dest_port;
    packet_out[TCP_SRC_PORT_ADDR:TCP_DEST_PORT_ADDR+1]  = out_src_port;
    packet_out[TCP_SEQ_NUM:TCP_SRC_PORT_ADDR+1]         = out_seq_num;
    packet_out[TCP_ACK_NUM:TCP_SEQ_NUM+1]               = out_ack_num;
    packet_out[TCP_WINDOW_SIZE:TCP_ACK_NUM+1]           = out_window_size;
    packet_out[TCP_FIN]                                 = out_fin;
    packet_out[TCP_SYN]                                 = out_syn;
    packet_out[TCP_RST]                                 = out_rst;
    packet_out[TCP_PSH]                                 = out_psh;
    packet_out[TCP_ACK]                                 = out_ack;
    packet_out[TCP_URG]                                 = out_urg;
    packet_out[TCP_RESERVED_BITS:TCP_URG+1]             = out_reserved_bits;
    packet_out[TCP_HEADER_LEN:TCP_RESERVED_BITS+1]      = out_header_len;
    packet_out[TCP_URGENT_POINTER:TCP_HEADER_LEN+1]     = out_urgent_pointer;
    packet_out[TCP_CHECKSUM:TCP_URGENT_POINTER+1]       = out_checksum;
    packet_out[TCP_OPTIONS:TCP_CHECKSUM+1]              = out_options;
    packet_out[TCP_DATA:TCP_OPTIONS+1]                  = out_data;    
    end
 endmodule
==> ./run.sh <==
#!/bin/bash
# OpenROAD 26Q1-2900-gdf79404cd8, Yosys 0.63+post, stock flow scripts
make -C /OpenROAD-flow-scripts/flow DESIGN_CONFIG=/design/flow/config.mk WORK_HOME=/design/flow/orfs finish
==> ./config.mk <==
export PLATFORM = sky130hd
export DESIGN_NAME = tcp_client
export DESIGN_NICKNAME = tcp_client
export VERILOG_FILES = /design/flow/design.v
export SDC_FILE = /design/flow/constraint.sdc
export NUM_CORES = 4
export LEC_CHECK = 1
export CORE_AREA = 10 10 180 180
export DIE_AREA = 0 0 190 190
==> ./constraint.sdc <==
current_design tcp_client

set clk_period 3.1
set clk_io_pct 0.2

create_clock -name clk0 -period $clk_period [get_ports {clk}]

set non_clock_inputs [all_inputs -no_clocks]
set_input_delay [expr $clk_period * $clk_io_pct] -clock clk0 $non_clock_inputs
set_output_delay [expr $clk_period * $clk_io_pct] -clock clk0 [all_outputs]
==> results.cfg <==
; synthesis and place-and-route metrics
[yosys]
synth.distinct_cells = 23
netlist_area_sq_mm = 0.00284
ys.flops = 41
synth.largest_area_cell = buf_4
yosysTopAreaCellShare = 0.511
ys_area_sq_mm = 0.00284
ys_cells = 304
async_flop_share = 0
ys.flop_type = dfxtp_1
synthCells = 304
common_cells = buf_4 (193), dfxtp_1 (41), a32o_1 (32), buf_2 (8)
synth_area_per_cell_sq_um = 9.33
ys_seq_frac = 0.289
synthTopCellsByArea = buf_4 (51%), dfxtp_1 (29%), a32o_1 (11%), buf_2 (1.4%), nand2b_1 (0.88%)
synth_warnings = 1
synth-edff-count = 0
synth.most_common_cell = buf_4

[routing]
wl_microns = 7540
postRouteAntennaNets = 0
viasPerCell = 2.35
antenna_cells_inserted = 0
avgRoutedWirePerCell_microns = 9.97
drtIter0Drc = 73
drc = 0
drt_first_pass_iters = 3
vias = 1779

[worst_hold_path]
hold_class = flip-flop to flip-flop

[placement]
port_buffers = 73
dp_cells = 748
gp_congestion = 0.758
dp_hpwl_microns = 6140

[finish]
syn2layout_area_growth_pct = 20.1
drive_above_1_share = 0.0430
final_cells = 756

[clock_network]
insertion_delay_ps = 290
cts_buffer_depth = 2
cts_setup_buffers = 0
hold_buffers = 0
htree_levels = 2
cts.sinks = 41
cts_tree = done
cts_buffers = 5
root_buffer = clkbuf_16
cts_resized = 0
clk_pin_slew_ps = 60

[floorplanning]
io_pins = 452
die_y_microns = 190
die_area_sq_mm = 0.0361
coreArea_sq_mm = 0.0286
rows = 62
fp_util = 0.0991
die_w_microns = 190

[flow_run]
warning_count = 214
drv_cap = 0

[global_route]
grt_max_degree = 33
grt-busiest-layer = met2
grt.total_usage = 0.0351
grt_pass1_wl_microns = 10300
grt_use_met2 = 0.0526
use_met1 = 0.0447
grt-ovfl-total = 0
antenna_found_initial = 0
use_met3 = 0.0199
grt_pass1_vias = 2096

[setup_path]
slowest_delay_ps = 710
rrSetupSlack_ps = 1610
crit_path_end = out_seq_num[7]$_SDFFE_PP0P_
reg2reg_to = out_seq_num[21]$_SDFFE_PP0P_
crit_required_ps = 3280
crit_slowest_cell = clkdlybuf4s50_1
path_cells = clkdlybuf4s50_1 -> and3b_1 -> buf_4 -> a32o_1
crit_type = primary input to flip-flop
crit_arrival_ps = 2050
rr_worst_depth = 2
critPathLaunch = rst
cp-start-kind = primary input
cp-end-kind = flip-flop
reg2reg_from = state[2]$_DFF_P_
cp_max_fo = 32

[timing]
rsz0062_at_grt = no
finalSetupViolCount = 0
tightest_slew_ps = 730
final.setup.tns_ps = 0
period_minus_slack_ps = 1870
hold_violations = 0
skew_ps = 3.05
max_freq_mhz = 535
holdWs_ps = 487
relSlewSlack = 0.513
fin_crit_sh = 0.603
report.final.slew_viol_count = 0

[run_status]
run_status = completed

[pwr]
vdd.ir_drop.worst_mv = 0.198
p_per_area_mw_per_mm2 = 349
p_leak_uw = 0.00141
-- cells in the final DEF (no fill, tap or decap), types with 4 or more instances in the layout --
cell	netlist	routed
conb_1	1	189
clkdlybuf4s50_1	0	73
dfxtp_1	41	41
a32o_1	32	32
clkbuf_16	0	5
nand2b_1	4	4
a21oi_1	4	4
-- cells by family after synthesis --
group                  share of synthesized area
AND-OR/OR-AND                              0.138
buffers and inverters                      0.536
AND/OR/NAND/NOR                           0.0357
other                                    0.00132
flip-flops                                 0.289
-- report_power, final --
group / leakage (uW) / internal, uW / switching [uW] / total [uW]
Sequential: 0.000331 / 534 / 5.19 / 539
Clock: 0.0000704 / 303 / 230 / 532
Combinational: 0.00101 / 58.9 / 57.3 / 116
-- critical path: cells and delay by family --
kind	cells	cell delay, ps
AND-OR/OR-AND	1	240
AND/OR/NAND/NOR	1	220
buffers and inverters	2	950
-- per-stage QoR --
stage | area (sq um) | util | worst slack (ps) | power [uW]
6_report | 3410 | 0.119 | 1230 | 1190
5_1_grt | 3410 | 0.119 | 1140 | 1270
4_1_cts | 3410 | 0.119 | 1210 | 1230
3_3_place_gp | 3260 | 0.114 | 929 | 675
3_5_place_dp | 3260 | 0.114 | 900 | 673
2_1_floorplan | 3540 | - | 1730 | 752
-- per-layer routing --
metal	vias to the layer above	wire length, microns
met1	773	3540
li1	778	-
met4	0	66
met3	7	1170
met5	-	0
met2	221	2760
-- worst min path at each step --
stage                                   startpoint                            to  slack (ps)  cells past startpoint
final                 packet_out[113]$_SDFFE_PP0P_  packet_out[113]$_SDFFE_PP0P_         490                      2
after global routing              state[1]$_DFF_P_              state[4]$_DFF_P_         500                      2
after CTS                         state[1]$_DFF_P_              state[4]$_DFF_P_         490                      2
-- final cells by class --
cell class              instances  area, sq um
fillers                      3264        25200
multi-input cells             246         1200
flip-flops and latches         41          821
repair buffers                 75          746
well taps                     384          480
clock buffers                   5          125
clock inverters                 3         25.0
inverters                       2         7.51
-- sequential cells by signal (all words and copies together) (netlist names) --
| register | flops |
|---|---|
| out_seq_num | 31 |
| packet_out | 4 |
| state | 6 |
Power is estimated from default activity; no workload was simulated.
